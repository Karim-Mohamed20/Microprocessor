$ cat ./run.sh
#!/bin/bash
# OpenROAD 26Q1-2900-gdf79404cd8, Yosys 0.63+post, stock flow scripts
make -C /OpenROAD-flow-scripts/flow DESIGN_CONFIG=/design/flow/config.mk WORK_HOME=/design/flow/orfs finish
$ cat ./config.mk
export PLATFORM = sky130hd
export DESIGN_NAME = CU
export DESIGN_NICKNAME = CU
export VERILOG_FILES = /design/flow/design.v
export SDC_FILE = /design/flow/constraint.sdc
export NUM_CORES = 4
export LEC_CHECK = 1
export CORE_AREA = 10 10 70 70
export DIE_AREA = 0 0 80 80
$ cat ./constraint.sdc
current_design CU

set clk_period 1.9
set clk_io_pct 0.2

create_clock -name clk0 -period $clk_period [get_ports {clk}]

set non_clock_inputs [all_inputs -no_clocks]
set_input_delay [expr $clk_period * $clk_io_pct] -clock clk0 $non_clock_inputs
set_output_delay [expr $clk_period * $clk_io_pct] -clock clk0 [all_outputs]
$ cat ./design.v
module CU (
  input  [5:0] Opcode,
  input stallLD,
  input   clk ,
  input FirstBit,
  output reg  [3:0] AluOperation,
  output reg  WB,
  output reg  MemoryRead,
  output reg  MemoryWrite,
  output reg JMP,
  output reg JZ,
  output reg JC,
  output reg JN,
  output reg StaLLBuffers,
  output reg Shift,
  output reg ForwardSP,
  output reg IncSP,
  output reg writeFlag,
  output reg writePcHigh,
  output reg writePcLow,
  output reg ForwardPCHighCall,
  output reg ForwardPCLowCall,
  output reg loaduseCase,
  output reg Ininst,
  output reg outinst
);
wire counter;
assign counter = (Opcode == 6'b010_010 || Opcode == 6'b000_101 || Opcode == 6'b000_110) ? 1'b1 : 1'b0;   
reg enable = 1;
always @(posedge clk) begin
  if (FirstBit == 1 && enable == 1) begin
    enable = 0;
  end else if (enable == 0 && FirstBit == 1) begin
    enable = 1;
  end
end
always @(*) begin
  if (stallLD == 1) begin
    WB = 0;
    MemoryWrite = 0;
    MemoryRead = 0;
    JMP = 0;
    Shift = 0;
    AluOperation = 4'b0000;
    StaLLBuffers = 0;
    ForwardSP = 0;
    JC = 0;
    JZ = 0;
    JN = 0;
    writeFlag = 0;
    writePcLow = 0;
    writePcHigh = 0;
    ForwardPCHighCall = 0;
    ForwardPCLowCall = 0;
    loaduseCase = 0;
    Ininst = 0;
    outinst = 0;
    Ininst = 0;
    outinst = 0;
  end
  else if (Opcode == 6'b000_000) begin  
    WB = 1;
    MemoryWrite = 0;
    MemoryRead = 0;
    JMP = 0;
    Shift = 0;
    AluOperation = 4'b0000;
    StaLLBuffers = 0;
    ForwardSP = 0;
    JC = 0;
    JZ = 0;
    JN = 0;
    writeFlag = 0;
    writePcLow = 0;
    writePcHigh = 0;
    ForwardPCHighCall = 0;
    ForwardPCLowCall = 0;
    loaduseCase = 0;
    Ininst = 0;
    outinst = 0;
  end
  else  if (Opcode == 6'b000_001) begin  
    WB = 1;
    MemoryWrite = 0;
    MemoryRead = 0;
    JMP = 0;
    Shift = 0;
    AluOperation = 4'b0011;
    StaLLBuffers = 0;
    ForwardSP = 0;
    JC = 0;
    JZ = 0;
    JN = 0;
    writeFlag = 0;
    writePcLow = 0;
    writePcHigh = 0;
    ForwardPCHighCall = 0;
    ForwardPCLowCall = 0;
    loaduseCase = 0;
    Ininst = 0;
    outinst = 0;
  end
  else if (Opcode == 6'b000_010) begin  
    WB = 1;
    MemoryWrite = 0;
    MemoryRead = 0;
    JMP = 0;
    Shift = 0;
    AluOperation = 4'b0100;
    StaLLBuffers = 0;
    ForwardSP = 0;
    JC = 0;
    JZ = 0;
    JN = 0;
    writeFlag = 0;
    writePcLow = 0;
    writePcHigh = 0;
    ForwardPCHighCall = 0;
    ForwardPCLowCall = 0;
    loaduseCase = 0;
    Ininst = 0;
    outinst = 0;
  end
  else if (Opcode == 6'b000_011) begin  
    WB = 1;
    MemoryWrite = 0;
    MemoryRead = 0;
    JMP = 0;
    Shift = 0;
    AluOperation = 4'b0101;
    StaLLBuffers = 0;
    ForwardSP = 0;
    JC = 0;
    JZ = 0;
    JN = 0;
    writeFlag = 0;
    writePcLow = 0;
    writePcHigh = 0;
    ForwardPCHighCall = 0;
    ForwardPCLowCall = 0;
    loaduseCase = 0;
    Ininst = 0;
    outinst = 0;
  end
  else if (Opcode == 6'b000_100) begin  
    WB = 1;
    MemoryWrite = 0;
    MemoryRead = 0;
    JMP = 0;
    Shift = 0;
    AluOperation = 4'b0110;
    StaLLBuffers = 0;
    ForwardSP = 0;
    JC = 0;
    JZ = 0;
    JN = 0;
    writeFlag = 0;
    writePcLow = 0;
    writePcHigh = 0;
    ForwardPCHighCall = 0;
    ForwardPCLowCall = 0;
    loaduseCase = 0;
    Ininst = 0;
    outinst = 0;
  end
	else if (Opcode == 6'b000_101&&counter == 1&&enable) begin  
    WB = 1;
    MemoryWrite = 0;
    MemoryRead = 0;
    JMP = 0;
    Shift = 1;
    AluOperation = 4'b0111;
    StaLLBuffers = 0;
    ForwardSP = 0;
    JC = 0;
    JZ = 0;
    JN = 0;
    writeFlag = 0;
    writePcLow = 0;
    writePcHigh = 0;
    ForwardPCHighCall = 0;
    ForwardPCLowCall = 0;
    loaduseCase = 0;
    Ininst = 0;
    outinst = 0;
  end
  else if (Opcode == 6'b000_110&&counter == 1&&enable) begin  
    WB = 1;
    MemoryWrite = 0;
    MemoryRead = 0;
    JMP = 0;
    Shift = 1;
    AluOperation = 4'b1000;
    StaLLBuffers = 0;
    ForwardSP = 0;
    JC = 0;
    JZ = 0;
    JN = 0;
    writeFlag = 0;
    writePcLow = 0;
    writePcHigh = 0;
    ForwardPCHighCall = 0;
    ForwardPCLowCall = 0;
    loaduseCase = 0;
    Ininst = 0;
    outinst = 0;
  end
  else if (Opcode == 6'b001_000) begin  
    WB = 0;
    MemoryWrite = 0;
    MemoryRead = 0;
    JMP = 0;
    Shift = 0;
    AluOperation = 4'b0000;
    StaLLBuffers = 0;
    ForwardSP = 0;
    JC = 0;
    JZ = 0;
    JN = 0;
    writeFlag = 0;
    writePcLow = 0;
    writePcHigh = 0;
    ForwardPCHighCall = 0;
    ForwardPCLowCall = 0;
    loaduseCase = 0;
    Ininst = 0;
    outinst = 0;
  end
  else if (Opcode == 6'b001_001) begin  
    WB = 0;
    MemoryWrite = 0;
    MemoryRead = 0;
    JMP = 0;
    Shift = 0;
    AluOperation = 4'b1010;
    StaLLBuffers = 0;
    ForwardSP = 0;
    JC = 0;
    JZ = 0;
    JN = 0;
    writeFlag = 0;
    writePcLow = 0;
    writePcHigh = 0;
    ForwardPCHighCall = 0;
    ForwardPCLowCall = 0;
    loaduseCase = 0;
    Ininst = 0;
    outinst = 0;
  end
  else if (Opcode == 6'b001_010) begin  
    WB = 0;
    MemoryWrite = 0;
    MemoryRead = 0;
    JMP = 0;
    Shift = 0;
    AluOperation = 4'b1011;
    StaLLBuffers = 0;
    ForwardSP = 0;
    JC = 0;
    JZ = 0;
    JN = 0;
    writeFlag = 0;
    writePcLow = 0;
    writePcHigh = 0;
    ForwardPCHighCall = 0;
    ForwardPCLowCall = 0;
    loaduseCase = 0;
    Ininst = 0;
    outinst = 0;
  end
  else if (Opcode == 6'b001_011) begin  
    WB = 1;
    MemoryWrite = 0;
    MemoryRead = 0;
    JMP = 0;
    Shift = 0;
    AluOperation = 4'b1001;
    StaLLBuffers = 0;
    ForwardSP = 0;
    JC = 0;
    JZ = 0;
    JN = 0;
    writeFlag = 0;
    writePcLow = 0;
    writePcHigh = 0;
    ForwardPCHighCall = 0;
    ForwardPCLowCall = 0;
    loaduseCase = 0;
    Ininst = 0;
    outinst = 0;
  end
  else if (Opcode == 6'b001_100) begin  
    WB = 1;
    MemoryWrite = 0;
    MemoryRead = 0;
    JMP = 0;
    Shift = 0;
    AluOperation = 4'b0001;
    StaLLBuffers = 0;
    ForwardSP = 0;
    JC = 0;
    JZ = 0;
    JN = 0;
    writeFlag = 0;
    writePcLow = 0;
    writePcHigh = 0;
    ForwardPCHighCall = 0;
    ForwardPCLowCall = 0;
    loaduseCase = 0;
    Ininst = 0;
    outinst = 0;
  end
  else if (Opcode == 6'b001_101) begin  
    WB = 1;
    MemoryWrite = 0;
    MemoryRead = 0;
    JMP = 0;
    Shift = 0;
    AluOperation = 4'b0010;
    StaLLBuffers = 0;
    ForwardSP = 0;
    JC = 0;
    JZ = 0;
    JN = 0;
    writeFlag = 0;
    writePcLow = 0;
    writePcHigh = 0;
    ForwardPCHighCall = 0;
    ForwardPCLowCall = 0;
    loaduseCase = 0;
    Ininst = 0;
    outinst = 0;
  end
  else if (Opcode == 6'b001_110) begin  
    WB = 1;
    MemoryWrite = 0;
    MemoryRead = 0;
    JMP = 0;
    Shift = 0;
    AluOperation = 4'b0000;
    StaLLBuffers = 0;
    ForwardSP = 0;
    JC = 0;
    JZ = 0;
    JN = 0;
    writeFlag = 0;
    writePcLow = 0;
    writePcHigh = 0;
    ForwardPCHighCall = 0;
    ForwardPCLowCall = 0;
    loaduseCase = 0;
    Ininst = 1;
    outinst = 0;
  end
  else if (Opcode == 6'b001_111) begin  
    WB = 0;
    MemoryWrite = 0;
    MemoryRead = 0;
    JMP = 0;
    Shift = 0;
    AluOperation = 4'b0000;
    StaLLBuffers = 0;
    ForwardSP = 0;
    JC = 0;
    JZ = 0;
    JN = 0;
    writeFlag = 0;
    writePcLow = 0;
    writePcHigh = 0;
    ForwardPCHighCall = 0;
    ForwardPCLowCall = 0;
    loaduseCase = 0;
    Ininst = 0;
    outinst = 1;
  end
  else if (Opcode == 6'b011_000) begin  
    WB = 0;
    MemoryWrite = 0;
    MemoryRead = 0;
    JMP = 1;
    Shift = 0;
    AluOperation = 4'b0000;
    StaLLBuffers = 0;
    ForwardSP = 0;
    JC = 0;
    JZ = 1;
    JN = 0;
    writeFlag = 0;
    writePcLow = 0;
    writePcHigh = 0;
    ForwardPCHighCall = 0;
    ForwardPCLowCall = 0;
    loaduseCase = 0;
    Ininst = 0;
    outinst = 0;
  end
  else if (Opcode == 6'b011_001) begin  
    WB = 0;
    MemoryWrite = 0;
    MemoryRead = 0;
    JMP = 0;
    Shift = 0;
    AluOperation = 4'b0000;
    StaLLBuffers = 0;
    ForwardSP = 0;
    JC = 0;
    JZ = 0;
    JN = 1;
    writeFlag = 0;
    writePcLow = 0;
    writePcHigh = 0;
    ForwardPCHighCall = 0;
    ForwardPCLowCall = 0;
    loaduseCase = 0;
    Ininst = 0;
    outinst = 0;
  end
  else if (Opcode == 6'b011_010) begin  
    WB = 0;
    MemoryWrite = 0;
    MemoryRead = 0;
    JMP = 0;
    Shift = 0;
    AluOperation = 4'b0000;
    StaLLBuffers = 0;
    ForwardSP = 0;
    JC = 1;
    JZ = 0;
    JN = 0;
    writeFlag = 0;
    writePcLow = 0;
    writePcHigh = 0;
    ForwardPCHighCall = 0;
    ForwardPCLowCall = 0;
    loaduseCase = 0;
    Ininst = 0;
    outinst = 0;
  end
  else if (Opcode == 6'b011_011) begin  
    WB = 0;
    MemoryWrite = 0;
    MemoryRead = 0;
    Shift = 0;
    AluOperation = 4'b0000;
    StaLLBuffers = 0;
    ForwardSP = 0;
    JMP = 1;
    JC = 0;
    JZ = 0;
    JN = 0;
    writeFlag = 0;
    writePcLow = 0;
    writePcHigh = 0;
    ForwardPCHighCall = 0;
    ForwardPCLowCall = 0;
    loaduseCase = 0;
    Ininst = 0;
    outinst = 0;
  end
  else if (Opcode == 6'b011_100) begin  
    WB = 0;
    MemoryWrite = 0;
    MemoryRead = 0;
    JMP = 1;
    Shift = 0;
    AluOperation = 4'b0000;
    StaLLBuffers = 0;
    ForwardSP = 0;
    JC = 0;
    JZ = 0;
    JN = 0;
    writeFlag = 0;
    writePcLow = 0;
    writePcHigh = 0;
    ForwardPCHighCall = 0;
    ForwardPCLowCall = 0;
    loaduseCase = 0;
    Ininst = 0;
    outinst = 0;
  end
  else if (Opcode == 6'b011_101) begin  
    WB = 0;
    MemoryWrite = 0;
    MemoryRead = 1;
    JMP = 0;
    Shift = 0;
    AluOperation = 4'b0000;
    StaLLBuffers = 0;
    ForwardSP = 1;
    JC = 0;
    JZ = 0;
    JN = 0;
    writeFlag = 1;
    writePcLow = 0;
    writePcHigh = 0;
    IncSP = 1;
    ForwardPCHighCall = 0;
    ForwardPCLowCall = 0;
    loaduseCase = 0;
    Ininst = 0;
    outinst = 0;
  end
  else if (Opcode == 6'b011_110) begin  
    WB = 0;
    MemoryWrite = 0;
    MemoryRead = 1;
    JMP = 0;
    Shift = 0;
    AluOperation = 4'b0000;
    StaLLBuffers = 0;
    ForwardSP = 1;
    JC = 0;
    JZ = 0;
    JN = 0;
    writeFlag = 0;
    writePcLow = 0;
    writePcHigh = 1;
    IncSP = 1;
    ForwardPCHighCall = 0;
    ForwardPCLowCall = 0;
    loaduseCase = 0;
    Ininst = 0;
    outinst = 0;
  end
  else if (Opcode == 6'b011_111) begin  
    WB = 0;
    MemoryWrite = 0;
    MemoryRead = 1;
    JMP = 0;
    Shift = 0;
    AluOperation = 4'b0000;
    StaLLBuffers = 0;
    ForwardSP = 1;
    JC = 0;
    JZ = 0;
    JN = 0;
    writeFlag = 0;
    writePcLow = 1;
    writePcHigh = 0;
    IncSP = 1;
    ForwardPCHighCall = 0;
    ForwardPCLowCall = 0;
    loaduseCase = 0;
    Ininst = 0;
    outinst = 0;
  end
  else if (Opcode == 6'b111_001) begin  
    WB = 0;
    MemoryWrite = 0;
    MemoryRead = 1;
    JMP = 0;
    Shift = 0;
    AluOperation = 4'b0000;
    StaLLBuffers = 0;
    ForwardSP = 1;
    JC = 0;
    JZ = 0;
    JN = 0;
    writeFlag = 0;
    writePcLow = 0;
    writePcHigh = 0;
    IncSP = 1;
    ForwardPCHighCall = 0;
    ForwardPCLowCall = 0;
    loaduseCase = 0;
    Ininst = 0;
    outinst = 0;
  end
  else if (Opcode == 6'b111_010) begin  
    WB = 0;
    MemoryWrite = 1;
    MemoryRead = 0;
    JMP = 0;
    Shift = 0;
    AluOperation = 4'b0000;
    StaLLBuffers = 0;
    ForwardSP = 1;
    JC = 0;
    JZ = 0;
    JN = 0;
    IncSP = 0;
    writeFlag = 0;
    writePcLow = 0;
    writePcHigh = 0;
    ForwardPCHighCall = 1;
    ForwardPCLowCall = 0;
    loaduseCase = 0;
    Ininst = 0;
    outinst = 0;
  end
  else if (Opcode == 6'b111_011) begin  
    WB = 0;
    MemoryWrite = 1;
    MemoryRead = 0;
    JMP = 0;
    Shift = 0;
    AluOperation = 4'b0000;
    StaLLBuffers = 0;
    ForwardSP = 1;
    JC = 0;
    JZ = 0;
    JN = 0;
    IncSP = 0;
    writeFlag = 0;
    writePcLow = 0;
    writePcHigh = 0;
    ForwardPCHighCall = 0;
    ForwardPCLowCall = 1;
    loaduseCase = 0;
    Ininst = 0;
    outinst = 0;
  end
  else if (Opcode == 6'b010_000) begin  
    WB = 0;
    MemoryWrite = 1;
    MemoryRead = 0;
    JMP = 0;
    Shift = 0;
    AluOperation = 4'b0000;
    StaLLBuffers = 0;
    ForwardSP = 1;
    JC = 0;
    JZ = 0;
    JN = 0;
    IncSP = 0;
    writeFlag = 0;
    writePcLow = 0;
    writePcHigh = 0;
    ForwardPCHighCall = 0;
    ForwardPCLowCall = 0;
    loaduseCase = 0;
    Ininst = 0;
    outinst = 0;
  end
  else if (Opcode == 6'b010_001) begin  
    WB = 1;
    MemoryWrite = 0;
    MemoryRead = 1;
    JMP = 0;
    Shift = 0;
    AluOperation = 4'b0000;
    StaLLBuffers = 0;
    ForwardSP = 1;
    JC = 0;
    JZ = 0;
    JN = 0;
    IncSP = 1;
    writeFlag = 0;
    writePcLow = 0;
    writePcHigh = 0;
    ForwardPCHighCall = 0;
    ForwardPCLowCall = 0;
    loaduseCase = 1;
    Ininst = 0;
    outinst = 0;
  end
  else if (Opcode == 6'b010_010&&counter == 1&&enable) begin  
    WB = 1;
    MemoryWrite = 0;
    MemoryRead = 0;
    JMP = 0;
    Shift = 1;
    AluOperation = 4'b1111;
    StaLLBuffers = 0;
    ForwardSP = 0;
    JC = 0;
    JZ = 0;
    JN = 0;
    writeFlag = 0;
    writePcLow = 0;
    writePcHigh = 0;
    ForwardPCHighCall = 0;
    ForwardPCLowCall = 0;
    loaduseCase = 0;
    Ininst = 0;
    outinst = 0;
  end
  else if (Opcode == 6'b010_011) begin  
    WB = 1;
    MemoryWrite = 0;
    MemoryRead = 1;
    JMP = 0;
    Shift = 0;
    AluOperation = 4'b0000;
    StaLLBuffers = 0;
    ForwardSP = 0;
    JC = 0;
    JZ = 0;
    JN = 0;
    writeFlag = 0;
    writePcLow = 0;
    writePcHigh = 0;
    ForwardPCHighCall = 0;
    ForwardPCLowCall = 0;
    loaduseCase = 1;
    Ininst = 0;
    outinst = 0;
  end
  else if (Opcode == 6'b010_100) begin  
    WB = 0;
    MemoryWrite = 1;
    MemoryRead = 0;
    JMP = 0;
    Shift = 0;
    AluOperation = 4'b0000;
    StaLLBuffers = 0;
    ForwardSP = 0;
    JC = 0;
    JZ = 0;
    JN = 0;
    writeFlag = 0;
    writePcLow = 0;
    writePcHigh = 0;
    ForwardPCHighCall = 0;
    ForwardPCLowCall = 0;
    loaduseCase = 0;
    Ininst = 0;
    outinst = 0;
  end
  else begin
    WB = 0;
    MemoryWrite = 0;
    MemoryRead = 0;
    JMP = 0;
    Shift = 0;
    AluOperation = 4'b0000;
    StaLLBuffers = 0;
    ForwardSP = 0;
    JC = 0;
    JZ = 0;
    JN = 0;
    writeFlag = 0;
    writePcLow = 0;
    writePcHigh = 0;
    ForwardPCHighCall = 0;
    ForwardPCLowCall = 0;
    loaduseCase = 0;
    Ininst = 0;
    outinst = 0;
  end
end
endmodule
==> run notes <==
yosys + openroad results -> syn_area_per_cell=6.03 sq um, startpoint types=primary input, critical path cell sequence=buf_8 -> or4b_4 -> nand4_1 -> a31o_1 -> o311a_1 -> clkbuf_2, Post-DRT Antenna Nets=0, Sw Share=~46%, 1st-iter DRT viols=82, yosys warning tally=1, Comb gate area=858 sq um, min Tclk post-route=1.88 ns, Post-Syn Area=slightly below 800 sq um, Synth async-reset ratio=0%, clk latency late pin=0 ns, max-cap violation count=0, Place WS=-0.861 ns, Inst Count DP=around 240, Vias/cell=a little over 5, critical path class=primary input to output pin, CP arrival=around 1.5 ns, register pins left without a clock=1, YS chip area=around 780 sq um, FF/Latch Area=~36 sq um, pwr/cell area=between 200 and 300 nW/um^2, Max stage delay on crit path=between 0.5 and 0.6 ns, chip width=80 um, fmax=532 MHz, Post-Route WL=roughly 3700 um, DRC=0, design area=roughly 1700 sq um, vias post-DR=roughly 1.3k, setup TNS=0 ns, area of the core=between 3000 and 4000 sq um, placed instance area=1390 sq um, Final Cycle Share=99.0%, endpoints left unconstrained=2, Unique cell types=between 40 and 50, yosys cell count=129, row cnt=21, EDFF count, synth=0, RSZ-0062 raised after global routing=true, antenna cells=0, Die Height=roughly 80 um, Worst-path clk slew=0 ns, delay-heaviest family, CP=simple AND/OR/NAND/NOR gates, first-pass GRT wire length=between 5000 and 6000 um, share of post-route cells with drive strength above 1=a little under three fifths, Final Setup Violations=0, Psw=just over 0.2 mW, CP max FO=6, logic gate share of total power=around 84%, worst hold path type=flop to flop, count of buffer and inverter cells on the critical path=2, run status=complete, no violations, Crit-path slowest cell=or4b_4, Static Leak=about 0.77 nW, Clock Power Share=0%, Area Growth Syn to Fin=121%, vias in the first global route=~1.2k, port bufs=30, ys flops=2, routability cong.=0.936, final core utilization=about half, Req. time, crit path=between 1.5 and 2 ns, drt first pass iters=4, Chip Area=6400 sq um, Tot GR Track Use=around 11%, Flop pwr share=between 15 and 20%, CP Capture Type=output pin, initial antenna violation count=0, fillcell total=roughly 320, DP HPWL=between 2000 and 3000 um, synthesized netlist cell count=129, per-cell routed wire length=14.5 um, Internal Power=~0.25 mW, Clock Skews=0 ns, worst IR drop on VDD=~0.11 mV, Setup WS post-layout=roughly 0.019 ns, final number of hold-violating endpoints=0, Core Util at FP=between 20% and 30%, Max Transition Viols Final=0, total gr overflow=0, Dominant flop cell=dlxtn_1, Ports=32, largest net degree at the start of global routing=13, Tool Warnings=30, final non-filler cell total=approximately 250
## layout make-up
class | instances | area share, %
Inverter | 4 | 0.873
Sequential cell | 2 | 2.11
Timing Repair Buffer | 92 | 43.8
Tap cell | 46 | 3.35
Multi-Input combinational cell | 107 | 49.9
## kinds of logic (layout without fill, tap and decap cells)
| family | Yosys count | in the layout | share of synthesized area (%) |
|---|---|---|---|
| multiplexers | 2 | 2 | 2.57 |
| XOR/XNOR | 2 | 2 | 2.25 |
| flip-flops | 1 | 1 | 2.57 |
| AND/OR/NAND/NOR | 67 | 67 | 45.8 |
| other | 1 | 1 | 0.482 |
| AND-OR/OR-AND | 35 | 35 | 30.9 |
| buffers and inverters | 20 | 96 | 13.5 |
| latches | 1 | 1 | 1.93 |
## timing repair
| item | CTS | global route |
|---|---|---|
| gates resized | 111 | 31 |
| pin swaps | 30 | 16 |
| buffers inserted | 13 | 5 |
| hold buffers | 0 | 0 |
| setup endpoints to repair | 21 | 10 |
| endpoints found under the hold margin | 0 | 0 |
## cells in the mapped netlist (all sizes together), types with 2 or more instances
library cell	count	area [sq um]
a2111o	2	22.5
a21oi	7	35.0
a31oi	2	12.5
a32oi	3	26.3
buf	11	71.3
clkbuf	5	18.8
inv	4	15.0
mux2i	2	20.0
nand2	8	30.0
nand2b	10	62.6
nand3	3	15.0
nand4b	3	26.3
nor2	20	75.1
nor2b	3	18.8
nor3	5	25.0
nor4	5	31.3
o211ai	2	15.0
o21ai	8	40.0
o22ai	2	12.5
or2	3	18.8
## metrics by stage
| stage | hold WS [ns] | power [mW] |
|---|---|---|
| after floorplan | 0.473 | 0.183 |
| after global placement | 0.590 | 0.350 |
| after detailed placement | 0.596 | 0.351 |
| after CTS | 0.640 | 0.414 |
| after global routing | 0.574 | 0.483 |
| final | 0.558 | 0.451 |
## power groups by stage
| stage | combinational [mW] | sequential (mW) | clock, mW |
|---|---|---|---|
| 5_1_grt | 0.407 | 0.0759 | 0 |
| 6_report | 0.379 | 0.0725 | 0 |
| 4_1_cts | 0.344 | 0.0706 | 0 |
## cell usage in the layout, fill, tap and decap left out, types with 5 or more instances in the layout
master / Yosys / routed
buf_6: 1 / 13
o21ai_0: 8 / 5
nand2_1: 8 / 5
nor2_1: 20 / 15
a21oi_2: 0 / 5
buf_2: 6 / 5
buf_4: 4 / 54
dlygate4sd2_1: 0 / 12
nand2b_1: 10 / 7
## worst paths after layout
| kind | end | slack (ns) | cells after the start | from |
|---|---|---|---|---|
| setup / recovery | ForwardSP | 0.02 | 6 | Opcode[2] |
| hold / removal | enable | 0.56 | 1 | enable |
| setup reg to reg | enable | 1.24 | 1 | enable |
| hold reg to reg | enable | 0.56 | 1 | enable |
## layer usage
layer	vias up	global-route usage, %	share of wire, %
li1	626	-	-
met1	604	15.5	46
met5	-	0	0
met2	51	17.3	45
met4	0	0	0.41
met3	2	2.50	8.7
## flip-flops by register name, summed over array words and instances (netlist names)
signal,cells
IncSP,1
enable,1
No activity file was given, so power comes from the tool's default toggle rates.
