[flow/design.v]
module Instruction_Memory (
    input  [31:0] addres,
    input clk ,
    output [15:0] instruction,
    input [15:0] Inputinstruction,
    input writeInstruction,
    input [31:0] MemoryAddress
);
    reg  [31:0]  WriteAddress;
    reg [15:0] memory_instruction [100:0];
    assign instruction = memory_instruction[addres[20:0]];
    always @(MemoryAddress) begin
        WriteAddress = MemoryAddress;
    end
    always @(posedge clk) begin
        if (writeInstruction == 1) begin
            memory_instruction[WriteAddress] = Inputinstruction;
            WriteAddress = WriteAddress + 1;
        end
    end
endmodule
[flow/config.mk]
export PLATFORM = sky130hd
export DESIGN_NAME = Instruction_Memory
export DESIGN_NICKNAME = Instruction_Memory
export VERILOG_FILES = /design/flow/design.v
export SDC_FILE = /design/flow/constraint.sdc
export NUM_CORES = 4
export LEC_CHECK = 1
export CORE_UTILIZATION = 40
[flow/constraint.sdc]
current_design Instruction_Memory

set clk_period 8.0
set clk_io_pct 0.2

create_clock -name clk0 -period $clk_period [get_ports {clk}]

set non_clock_inputs [all_inputs -no_clocks]
set_input_delay [expr $clk_period * $clk_io_pct] -clock clk0 $non_clock_inputs
set_output_delay [expr $clk_period * $clk_io_pct] -clock clk0 [all_outputs]
[flow/run.sh]
#!/bin/bash
# OpenROAD 26Q1-2900-gdf79404cd8, Yosys 0.63+post, stock flow scripts
make -C /OpenROAD-flow-scripts/flow DESIGN_CONFIG=/design/flow/config.mk WORK_HOME=/design/flow/orfs finish
==> results.toml <==
# flow metrics
[yosys]
yosys_area_um2 = 62600
edf_count = 1623
yosys.cell_types.count = 34
ys_cells = 3024
yosysWarnings = 1
synth_seq_share = 0.778
ys.flop_type = "edfxtp_1"
ys.flops = 1623
synth-async-reset-ratio = 0

[run_status]
error_line = "ERROR: Found 7 problems in 'check -assert'."
outcome = "stopped before the end"
lastStage = "1_2_yosys"
## cells by family after synthesis
| family | share of synthesized area |
|---|---|
| compound gates | 0.0401 |
| xor+xnor | 0.000699 |
| fa+ha+maj | 0.000200 |
| simple gates | 0.0155 |
| mux | 0.152 |
| flops | 0.778 |
| buf+inv | 0.0138 |
## cell usage after synthesis (24+ instances only)
cell type	instances	area, um^2
buf_2	62	310
mux2i_1	336	3360
a21oi_1	52	260
mux4_2	248	5590
mux2_2	48	541
nor2_1	125	469
nand2_1	35	131
a22oi_1	88	661
clkbuf_1	71	267
a221oi_1	48	420
buf_1	24	90.1
o22ai_1	48	300
edfxtp_1	1623	48700
o21ai_0	47	235
a22o_1	32	280
nor2b_1	25	156
